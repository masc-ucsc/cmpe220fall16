**/design/flow/design.v**
```verilog
module fflop
  #(parameter Size=1)
    (input                     clk
     ,input                    reset
     ,input  logic [Size-1:0]  din
     ,input  logic             dinValid
     ,output logic             dinRetry
     ,output logic [Size-1:0]  q
     ,input  logic             qRetry
     ,output logic             qValid
     );
  logic [Size-1:0] shadowq;
  logic c1;
  logic c2;
  logic shadowValid;
  logic          priv_qValid;
  always_comb begin
    qValid = priv_qValid;
  end
  logic          priv_dinRetry;
  always_comb begin
    dinRetry = priv_dinRetry;
  end
  logic          priv_qRetry;
  always_comb begin
    priv_qRetry = qRetry;
  end
  logic          priv_dinValid;
  always_comb begin
    priv_dinValid = dinValid;
  end
  always_comb begin
    c1 = (priv_qValid & priv_qRetry);  
    c2 = priv_dinValid | shadowValid;  
  end
  always @(posedge clk) begin
    if (reset) begin
      shadowValid <= 'b0;
    end else begin
      shadowValid <= (c1 & c2);
    end 
  end 
  logic s_enable;
  always_comb begin
    s_enable = !shadowValid;
  end
  always@ (posedge clk) begin
    if (s_enable) begin
      shadowq <= din;
    end
  end 
  always @(posedge clk) begin
    if (c1) begin
      q <= q;
    end else if (s_enable) begin
      q <= din;
    end else begin
      q <= shadowq;
    end
  end 
  logic priv_qValidla2;
  always @(posedge clk) begin
    if (reset) begin
      priv_qValidla2 <='b0;
    end else begin
      priv_qValidla2 <= (c1 | c2);
    end 
  end 
  always_comb begin
    priv_qValid = priv_qValidla2;
  end
  always_comb begin
   priv_dinRetry = shadowValid | reset;
  end
endmodule 
module fflop_understand (
   input                           clk,
   input    reset,
   input    [15:0]    in1,
   input    in1_valid,
   output    in1_retry,
   output [15:0]    out1,
   output   out1_valid,
   input    out1_retry
);
logic   [15:0]  in1_r1_next;
logic   in1_r1_next_valid;
logic   in1_r1_next_retry;
logic   [15:0]  in1_r1;
logic   in1_r1_valid;
logic   in1_r1_retry;
assign  in1_r1_next = in1;
assign  in1_r1_next_valid = in1_valid;
assign  in1_retry = in1_r1_next_retry;
logic   [15:0]  in1_r2_next;
logic   in1_r2_next_valid;
logic   in1_r2_next_retry;
logic   [15:0]  in1_r2;
logic   in1_r2_valid;
logic   in1_r2_retry;
assign  in1_r2_next = in1_r1;
assign  in1_r2_next_valid = in1_r1_valid;
assign  in1_r1_retry = in1_r2_next_retry;
logic   [15:0]  in1_r3_next;
logic   in1_r3_next_valid;
logic   in1_r3_next_retry;
logic   [15:0]  in1_r3;
logic   in1_r3_valid;
logic   in1_r3_retry;
assign  in1_r3_next = in1_r2;
assign  in1_r3_next_valid = in1_r2_valid;
assign  in1_r2_retry = in1_r3_next_retry;
logic   [15:0] out1_next;
logic   out1_next_valid;
logic   out1_next_retry;
assign  out1_next = in1_r3;
assign   out1_next_valid = in1_r3_valid;
assign    in1_r3_retry = out1_next_retry;
fflop #(.Size($bits(in1))) f_in1_r1 (
    .clk      (clk),
    .reset    (reset),
    .din      (in1_r1_next),
    .dinValid (in1_r1_next_valid),
    .dinRetry (in1_r1_next_retry),
    .q        (in1_r1),
    .qValid   (in1_r1_valid),
    .qRetry   (in1_r1_retry)
    );
fflop #(.Size($bits(in1))) f_in1_r2 (
    .clk      (clk),
    .reset    (reset),
    .din      (in1_r2_next),
    .dinValid (in1_r2_next_valid),
    .dinRetry (in1_r2_next_retry),
    .q        (in1_r2),
    .qValid   (in1_r2_valid),
    .qRetry   (in1_r2_retry)
    );
fflop #(.Size($bits(in1))) f_in1_r3 (
    .clk      (clk),
    .reset    (reset),
    .din      (in1_r3_next),
    .dinValid (in1_r3_next_valid),
    .dinRetry (in1_r3_next_retry),
    .q        (in1_r3),
    .qValid   (in1_r3_valid),
    .qRetry   (in1_r3_retry)
    );
fflop #(.Size($bits(in1))) f_out1 (
    .clk      (clk),
    .reset    (reset),
    .din      (out1_next),
    .dinValid (out1_next_valid),
    .dinRetry (out1_next_retry),
    .q        (out1),
    .qValid   (out1_valid),
    .qRetry   (out1_retry)
    );
endmodule
```
**/design/flow/run.sh**
```bash
#!/bin/bash
# OpenROAD 26Q1-2900-gdf79404cd8, Yosys 0.63+post, stock flow scripts
make -C /OpenROAD-flow-scripts/flow DESIGN_CONFIG=/design/flow/config.mk WORK_HOME=/design/flow/orfs finish
```
**/design/flow/config.mk**
```make
export PLATFORM = sky130hd
export DESIGN_NAME = fflop_understand
export DESIGN_NICKNAME = fflop_understand
export VERILOG_FILES = /design/flow/design.v
export SDC_FILE = /design/flow/constraint.sdc
export NUM_CORES = 4
export LEC_CHECK = 1
export CORE_UTILIZATION = 40
```
**/design/flow/constraint.sdc**
```tcl
current_design fflop_understand

set clk_period 2.3
set clk_io_pct 0.2

create_clock -name clk0 -period $clk_period [get_ports {clk}]

set non_clock_inputs [all_inputs -no_clocks]
set_input_delay [expr $clk_period * $clk_io_pct] -clock clk0 $non_clock_inputs
set_output_delay [expr $clk_period * $clk_io_pct] -clock clk0 [all_outputs]
```
==> ci_impl_report.md <==
## Synthesis and layout report

| Metric | Value |
|---|---|
| Worst path slowest cell | `clkdlybuf4s50_1` |
| CTS sink count | `136` |
| Largest net degree at the start of global routing | `19` |
| I/O pin cnt | `38` |
| Crit path buffers/inverters | `2` |
| Floorplan utilization | `41.99%` |
| Cts hold-fix bufs | `0` |
| Yosys cell count | `229` |
| Yosys synthesis warning count | `1` |
| DIE HEIGHT | `107.0 um` |
| VDD IR max | `0.0004229 V` |
| Gpl congestion | `0.7059` |
| Net Sw Power | `between 0.001 and 0.0015 W` |
| CP Class | `primary input to primary output` |
| Pre-antenna DRT Iters | `6` |
| Tcrit/Tclk final | `between 80% and 90%` |
| Startpoint Class | `primary input` |
| Pwr Total | `roughly 0.0058 W` |
| Root buf cell | `clkbuf_8` |
| Slew HR | `71.01%` |
| Max-Cap Viols | `0` |
| Final Hold Slack | `0.4702 ns` |
| Die area | `11460 um2` |
| Clk latency of the worst-skew pair | `0.50 ns` |
| Cells after Synth | `about 230` |
| Num CTS Buffers | `17` |
| Top cells by area | `edfxtp_1 44%, dfxtp_1 33%, mux2_4 9.9%` |
| Final hold vios | `0` |
| Max Slew Vio Count | `0` |
| Area after DPL | `roughly 5000 um2` |
| Most used cell, CP | `clkdlybuf4s50_1` |
| Endpoint class of the critical path | `primary output` |
| Final setup TNS | `0 ns` |
| Clock transition at path regs | `~0.060 ns` |
| Vias in the first global route | `1844` |
| Mapped cell area | `4413 um2` |
| First-iteration detailed-routing DRC count | `22` |
| Post-CTS sizing | `0` |
| Clock buffer depth | `2` |
| Post-route DRC violation count | `0` |
| Status | `finished, final reports clean` |
| Dpl hpwl | `roughly 3000 um` |
| OpenROAD warnings | `25` |
| Buffers added on ports | `37` |
| HP Class | `register to register` |
| Yosys top cell by area | `edfxtp_1` |
| Sequential power share | `47.1%` |
| Combinational Power Share | `approximately 3.5%` |
| Register area share after synthesis | `76.21%` |
| Placed cells | `slightly above 400` |
| Unique cell types | `13` |
| Lkg Pwr | `2.121 nW` |
| Crit-path max cell delay | `roughly 0.4 ns` |
| Clk_skew | `0.01026 ns` |
| Die X | `~110 um` |
| Sw Share | `17.53%` |
| Mean Syn Cell Area | `19.27 um2` |
| Total gr overflow | `0` |
| Tmin final | `2.007 ns` |
| Core Area | `approximately 11000 um2` |
| Worst-margin pin slew | `between 0.4 and 0.5 ns` |
| Antenna violation net count after detailed routing | `0` |
| Share of cells above drive strength 1 | `35.12%` |
| Final Instance Area | `5553 um2` |
| Count of final setup violators | `0` |
| Drt via density | `about 4.2` |
| Top Family by Delay on Critical Path | `buffers and inverters` |
| Avg WL per Cell | `~11 um` |
| WP data required | `1.84 ns` |
| Power share of the clock group | `49.4%` |
| Yosys synthesis chip area | `4413 um2` |
| H-tree levels | `4` |
| Vias | `1845` |
| Max Clock Freq | `498.3 MHz` |
| #FFs+latches synth | `around 140` |
| Synth-to-Final Area Change | `25.83%` |
| Gr usage total | `just under 10%` |
| Row cnt | `37` |
| CP max FO | `2` |
| Unrepaired setup endpoints after global routing | `no` |
| Post-CTS setup repair buffer count | `0` |
| Ant. Diodes | `0` |
| CTS tree | `done` |
| Initial antenna violation count | `0` |
| CP cell instances | `clkdlybuf4s50_1 > or2_2 > clkdlybuf4s50_1` |
| Crit path DAT | `1.55 ns` |
| Final instance count without filler cells | `435` |
| Drt total wl | `4921 um` |
| P per Cell Area | `1053 nW/um2` |
| First-pass GRT wire length | `8562 um` |
| Cell Int Power | `0.004823 W` |
| Area leader share | `43.55%` |
## worst reg2reg max path, cell delays in order, from the launching register on
cell	delay [ns]
dfxtp_1	0.58
buf_4	0.28
mux2_2	0.36
## power by group through the flow
stage / clock network [W] / registers [W] / logic, W
CTS: 0.00295 / 0.00276 / 0.000206
global route: 0.00307 / 0.00277 / 0.000223
finish: 0.00289 / 0.00275 / 0.000202
## registers in the layout, indices dropped and copies added, names as in the netlist
| register | cells |
|---|---|
| f_in1_r3.priv_qValidla2 | 1 |
| f_in1_r1.priv_qValidla2 | 1 |
| f_in1_r2.shadowq | 16 |
| f_out1.q | 16 |
| f_in1_r2.q | 16 |
| f_in1_r2.shadowValid | 1 |
| f_in1_r1.shadowValid | 1 |
| f_in1_r2.priv_qValidla2 | 1 |
| f_in1_r1.q | 16 |
| f_out1.priv_qValidla2 | 1 |
| f_out1.shadowq | 16 |
| f_in1_r3.q | 16 |
| f_in1_r3.shadowq | 16 |
| f_in1_r3.shadowValid | 1 |
| f_out1.shadowValid | 1 |
| f_in1_r1.shadowq | 16 |
## layout by cell type, fill, tap and decap left out, types with 3 or more instances in the layout
cell type,count
a21oi_1,4
buf_4,10
bufinv_16,5
clkbuf_16,17
clkdlybuf4s50_1,37
dfxtp_1,72
edfxtp_1,64
mux2_2,35
mux2_4,29
nand2_1,4
nor2_1,4
nor3_1,4
o21ai_1,3
## cells in the mapped netlist
cell type	count
dfxtp_1	72
edfxtp_1	64
mux2_2	35
mux2_4	29
a21oi_1	4
buf_12	4
buf_6	4
nand2_1	4
nor2_1	4
nor3_1	4
o21ai_0	3
clkbuf_1	1
or2_2	1
## final timing paths
path / end / slack, ns / cells past startpoint / startpoint
setup / recovery: in1_retry / 0.29 / 3 / reset
hold / removal: f_out1.shadowq[3] / 0.47 / 1 / f_out1.shadowq[3]
setup reg to reg: f_out1.q[1] / 0.82 / 2 / f_out1.shadowValid
hold reg to reg: f_out1.shadowq[3] / 0.47 / 1 / f_out1.shadowq[3]
## logic make-up (layout without fill, tap and decap cells)
| kind of cell | after synthesis | after routing | synth area share (%) |
|---|---|---|---|
| buffers and inverters | 9 | 79 | 2.920 |
| and+or+nand+nor | 13 | 13 | 1.276 |
| AOI/OAI and AO/OA | 7 | 7 | 0.7938 |
| muxes | 64 | 64 | 18.80 |
| DFF | 136 | 136 | 76.21 |
## stage by stage
step / worst slack (ns) / utilization (%)
after floorplan: 0.05602 / -
after global placement: 0.2926 / 46.62
after detailed placement: 0.3004 / 46.62
after CTS: 0.2882 / 52.84
after global routing: 0.2442 / 52.84
final: 0.2934 / 52.84
## area by class of cell
class	instances	area [um2]
flip-flops and latches	136	3363
repair buffers	47	445.4
clock buffers	21	460.4
well taps	136	170.2
clock inverters	11	192.7
fillers	823	4956
multi-input cells	84	920.9
## routing by layer
layer	routed length [um]	track usage, %	vias to the layer above
li1	-	-	952
met1	2543	17.08	839
met2	2049	13.64	46
met3	207	2.604	8
met4	119	2.446	0
met5	0	0	-
Power and IR drop assume default switching activity.
