==> flow/design.v <==
module fflop
  #(parameter Size=1)
    (input                     clk
     ,input                    reset
     ,input  logic [Size-1:0]  din
     ,input  logic             dinValid
     ,output logic             dinRetry
     ,output logic [Size-1:0]  q
     ,input  logic             qRetry
     ,output logic             qValid
     );
  logic [Size-1:0] shadowq;
  logic c1;
  logic c2;
  logic shadowValid;
  logic          priv_qValid;
  always_comb begin
    qValid = priv_qValid;
  end
  logic          priv_dinRetry;
  always_comb begin
    dinRetry = priv_dinRetry;
  end
  logic          priv_qRetry;
  always_comb begin
    priv_qRetry = qRetry;
  end
  logic          priv_dinValid;
  always_comb begin
    priv_dinValid = dinValid;
  end
  always_comb begin
    c1 = (priv_qValid & priv_qRetry);  
    c2 = priv_dinValid | shadowValid;  
  end
  always @(posedge clk) begin
    if (reset) begin
      shadowValid <= 'b0;
    end else begin
      shadowValid <= (c1 & c2);
    end 
  end 
  logic s_enable;
  always_comb begin
    s_enable = !shadowValid;
  end
  always@ (posedge clk) begin
    if (s_enable) begin
      shadowq <= din;
    end
  end 
  always @(posedge clk) begin
    if (c1) begin
      q <= q;
    end else if (s_enable) begin
      q <= din;
    end else begin
      q <= shadowq;
    end
  end 
  logic priv_qValidla2;
  always @(posedge clk) begin
    if (reset) begin
      priv_qValidla2 <='b0;
    end else begin
      priv_qValidla2 <= (c1 | c2);
    end 
  end 
  always_comb begin
    priv_qValid = priv_qValidla2;
  end
  always_comb begin
   priv_dinRetry = shadowValid | reset;
  end
endmodule 
module fork_fflop(
  input         clk,
  input         reset,
  input  [7:0]  inp,
  input         inp_Valid,
  output        inp_Retry,
  output [7:0]  out_a,
  output        out_aValid,
  input         out_aRetry,
  output [7:0]  out_b,
  output        out_bValid,
  input         out_bRetry
);
  logic   inp_aValid;
  logic   inp_bValid;
  logic   inp_aRetry;
  logic   inp_bRetry;
  always_comb begin
    inp_bValid = inp_Valid & !inp_aRetry;
    inp_aValid = inp_Valid & !inp_bRetry;
  end
  always_comb begin
    inp_Retry = inp_aRetry || inp_bRetry;
  end
  fflop #(.Size(8)) ff_a (
    .clk      (clk),
    .reset    (reset),
    .din      (inp),
    .dinValid (inp_aValid),
    .dinRetry (inp_aRetry),
    .q        (out_a),
    .qValid   (out_aValid),
    .qRetry   (out_aRetry)
  );
  fflop #(.Size(8)) ff_b (
    .clk      (clk),
    .reset    (reset),
    .din      (inp),
    .dinValid (inp_bValid),
    .dinRetry (inp_bRetry),
    .q        (out_b),
    .qValid   (out_bValid),
    .qRetry   (out_bRetry)
  );
endmodule
==> flow/run.sh <==
#!/bin/bash
# OpenROAD 26Q1-2900-gdf79404cd8, Yosys 0.63+post, stock flow scripts
make -C /OpenROAD-flow-scripts/flow DESIGN_CONFIG=/design/flow/config.mk WORK_HOME=/design/flow/orfs finish
==> flow/config.mk <==
export PLATFORM = sky130hd
export DESIGN_NAME = fork_fflop
export DESIGN_NICKNAME = fork_fflop
export VERILOG_FILES = /design/flow/design.v
export SDC_FILE = /design/flow/constraint.sdc
export NUM_CORES = 4
export LEC_CHECK = 1
export CORE_UTILIZATION = 30
==> flow/constraint.sdc <==
current_design fork_fflop

set clk_period 1.4
set clk_io_pct 0.2

create_clock -name clk0 -period $clk_period [get_ports {clk}]

set non_clock_inputs [all_inputs -no_clocks]
set_input_delay [expr $clk_period * $clk_io_pct] -clock clk0 $non_clock_inputs
set_output_delay [expr $clk_period * $clk_io_pct] -clock clk0 [all_outputs]
==> GITHUB_STEP_SUMMARY <==
## PnR job results

| Metric | Value |
|---|---|
| Die X-Extent | `about 64 µm` |
| Initial antenna violation count | `0` |
| Antenna cells | `0` |
| Post-DP HPWL | `between 1 and 1.5 mm` |
| Final TNS setup | `0 ps` |
| Fin crit share | `between 90 and 100%` |
| Critical Path AT | `between 1000 and 1500 ps` |
| Post-synth regs | `36` |
| Hold EP | `ff_b.priv_qValidla2$_SDFF_PP0_` |
| Final WL | `between 1.5 and 2 mm` |
| YS chip area | `about 0.0011 mm²` |
| Max Cap Viol | `0` |
| Fmax | `roughly 0.73 GHz` |
| RSZ-0062 raised after global routing | `no` |
| Largest net degree at the start of global routing | `12` |
| Min-Delay Path Class | `in -> reg` |
| First-pass GRT wire length | `3.139 mm` |
| Remaining antenna violation count | `0` |
| Cells after synthesis | `around 65` |
| Max stage delay on crit path | `470 ps` |
| Core ar. | `~0.0037 mm²` |
| Slowest stage cell on the critical path | `clkdlybuf4s50_1` |
| H-tree depth | `2` |
| Row count | `22` |
| DRC violations left | `0` |
| Yosys Instances | `between 60 and 70` |
| Vias after detailed routing | `roughly 650` |
| Clock period minus worst slack | `about 1400 ps` |
| 1st-pass router iterations | `3` |
| Critical path endpoint category | `output port` |
| Top cells by area | `edfxtp_1, dfxtp_1, mux2_2` |
| Kind of critical path | `reg -> out` |
| Count of input and output buffers | `31` |
| Cell area after synthesis | `~0.0011 mm²` |
| Die ar. | `between 0.004 and 0.005 mm²` |
| Syn_area_per_cell | `between 15 and 20 µm²` |
| Clk latency late pin | `around 280 ps` |
| CP startpoint | `ff_a.priv_qValidla2$_SDFF_PP0_` |
| Max-slew violation count | `0` |
| Worst slew pin tran | `around 190 ps` |
| Worst clock skew | `around 4.7 ps` |
| Area Growth Syn to Fin | `45.83%` |
| Tool warnings | `25` |
| Post-CTS setup buffers | `0` |
| WL/cell | `roughly 13 µm` |
| Yosys top cell area share | `between 40% and 50%` |
| Max_slew headroom | `87.49%` |
| R2r worst-path depth | `2` |
| Yosys cell types | `11` |
| Min-delay src | `reset` |
| Fin. Hold Viols | `0` |
| Post-synth seq share | `~77%` |
| Die height | `63.68 µm` |
| TritonCTS buffer count | `5` |
| Routed vias/inst | `approximately 4.2` |
| Synth area leader | `edfxtp_1` |
| Vias in the first global route | `just under 700` |
| 1st-iter DRT viols | `10` |
| YS warnings | `3` |
| Clk pin slew, worst setup/hold paths | `~70 ps` |
| FF-to-FF Start | `ff_b.shadowValid$_SDFF_PP0_` |
| Final Setup Violations | `0` |
| GP Congestion | `between 0.6 and 0.7` |
| Grt ovf | `0` |
| CTS tree | `yes` |
| Capture point of the worst reg-to-reg path | `ff_b.q[0]$_DFFE_PN_` |
| Status | `finished clean` |
| Hold depth | `3` |
| Clock root cell | `clkbuf_8` |
| CP required | `between 1000 and 1500 ps` |
| Total track usage | `~11%` |
| Final Power | `approximately 0.0022 W` |
| Num Clock Sinks | `36` |
| PD cells | `around 1300 mW/mm²` |
| R2R setup slack | `260 ps` |
| Maximum VDD drop | `877.3 µV` |
| Clock Path Buffers | `2` |
| Critical path peak fanout | `2` |
| Buf/Inv on CP | `1` |
| CP delay by family, top | `buffers and inverters` |
| Stages on the worst setup path | `1` |
| CP Launch Type | `register` |
| I/O pin count | `32` |
| Layout cells sized above 1 | `around 30%` |
| Fp_density | `between 30% and 40%` |
| Crit-path cells | `clkdlybuf4s50_1` |
| Pleak | `0.6576 nW` |
==> logic make-up (layout without fill, tap and decap cells) <==
family	after synthesis	after routing	share of synthesized area (%)
flops	36	36	77.19
simple gates	5	5	2.303
mux	16	16	15.79
buf+inv	4	47	2.303
compound gates	4	4	2.412
==> layer usage <==
| metal | routed length (µm) | track usage (%) | up-vias |
|---|---|---|---|
| met2 | 976 | 17.55 | 19 |
| met1 | 858 | 15.55 | 313 |
| met4 | 26 | 1.420 | 0 |
| met3 | 112 | 4.596 | 4 |
| li1 | - | - | 318 |
| met5 | 0 | 0 | - |
==> state kept, by name (all words and copies together) (netlist names) <==
signal and count:
ff_a.shadowValid 1, ff_a.shadowq 8, ff_b.q 8, ff_b.priv_qValidla2 1, ff_b.shadowValid 1, ff_a.q 8, ff_b.shadowq 8, ff_a.priv_qValidla2 1
==> final cells by class <==
class | instances | area, µm²
fill | 318 | 1997
sequential | 36 | 883.3
timing repair buffer | 37 | 371.6
multi-input combinational | 25 | 234.0
clock buffer | 6 | 72.57
tap | 48 | 60.06
clock inverter | 2 | 35.03
inverter | 2 | 7.507
==> metrics by stage <==
stage          setup slack, ps  cells  utilization, %  instance area, µm²  hold WS, ps
6_report                 30.65    156           45.45                1664        402.4
5_1_grt                  3.856    156           45.45                1664        418.4
4_1_cts                  10.07    156           45.15                1653        397.3
3_5_place_dp            -290.3    148           42.34                1550        458.7
3_3_place_gp            -280.3    148           42.34                1550        451.9
2_1_floorplan            355.9     65               -                1141        349.4
==> cell usage in the layout, fill, tap and decap left out, drive strengths merged <==
cell type | netlist | final
clkdlybuf4s50 | 0 | 25
dfxtp | 20 | 20
mux2 | 16 | 16
edfxtp | 16 | 16
buf | 2 | 7
clkbuf | 0 | 6
dlymetal6s2s | 0 | 4
nand2 | 2 | 2
inv | 2 | 2
nand2b | 2 | 2
a211oi | 2 | 2
a31oi | 2 | 2
or3 | 1 | 1
clkinv | 0 | 1
bufinv | 0 | 1
dlygate4sd2 | 0 | 1
==> Yosys cell counts <==
cell,count
dfxtp_1,20
edfxtp_1,16
mux2_2,16
a211oi_1,2
a31oi_1,2
inv_1,2
nand2_1,2
nand2b_1,2
buf_4,1
buf_6,1
or3_1,1
==> report_power, final <==
part           total (W)  leakage, nW  switching, W  internal (W)
sequential       0.00120        0.334     0.0000188       0.00118
combinational   0.000178        0.268     0.0000483      0.000130
clock           0.000859       0.0552      0.000332      0.000528
==> worst max-delay path by stage <==
stage                   endpoint  slack (ps)
after CTS               out_a[0]          10
after global routing    out_b[7]           4
final                 out_aValid          30
==> what timing repair did <==
item,4_1_cts,5_1_grt
hold buffers,0,0
gates resized,5,5
endpoints found under the hold margin,0,0
setup endpoints to repair,1,5
pin swaps,1,0
No activity file was given, so power comes from the tool's default toggle rates.
