<file path="./run.sh">
#!/bin/bash
# OpenROAD 26Q1-2900-gdf79404cd8, Yosys 0.63+post, stock flow scripts
make -C /OpenROAD-flow-scripts/flow DESIGN_CONFIG=/design/flow/config.mk WORK_HOME=/design/flow/orfs finish
</file>
<file path="./config.mk">
export PLATFORM = sky130hd
export DESIGN_NAME = join_fadd
export DESIGN_NICKNAME = join_fadd
export VERILOG_FILES = /design/flow/design.v
export SDC_FILE = /design/flow/constraint.sdc
export NUM_CORES = 4
export LEC_CHECK = 1
export CORE_AREA = 10 10 111 111
export DIE_AREA = 0 0 121 121
</file>
<file path="./constraint.sdc">
current_design join_fadd

set clk_period 5.3
set clk_io_pct 0.2

create_clock -name clk0 -period $clk_period [get_ports {clk}]

set non_clock_inputs [all_inputs -no_clocks]
set_input_delay [expr $clk_period * $clk_io_pct] -clock clk0 $non_clock_inputs
set_output_delay [expr $clk_period * $clk_io_pct] -clock clk0 [all_outputs]
</file>
<file path="./design.v">
module fflop
  #(parameter Size=1)
    (input                     clk
     ,input                    reset
     ,input  logic [Size-1:0]  din
     ,input  logic             dinValid
     ,output logic             dinRetry
     ,output logic [Size-1:0]  q
     ,input  logic             qRetry
     ,output logic             qValid
     );
  logic [Size-1:0] shadowq;
  logic c1;
  logic c2;
  logic shadowValid;
  logic          priv_qValid;
  always_comb begin
    qValid = priv_qValid;
  end
  logic          priv_dinRetry;
  always_comb begin
    dinRetry = priv_dinRetry;
  end
  logic          priv_qRetry;
  always_comb begin
    priv_qRetry = qRetry;
  end
  logic          priv_dinValid;
  always_comb begin
    priv_dinValid = dinValid;
  end
  always_comb begin
    c1 = (priv_qValid & priv_qRetry);  
    c2 = priv_dinValid | shadowValid;  
  end
  always @(posedge clk) begin
    if (reset) begin
      shadowValid <= 'b0;
    end else begin
      shadowValid <= (c1 & c2);
    end 
  end 
  logic s_enable;
  always_comb begin
    s_enable = !shadowValid;
  end
  always@ (posedge clk) begin
    if (s_enable) begin
      shadowq <= din;
    end
  end 
  always @(posedge clk) begin
    if (c1) begin
      q <= q;
    end else if (s_enable) begin
      q <= din;
    end else begin
      q <= shadowq;
    end
  end 
  logic priv_qValidla2;
  always @(posedge clk) begin
    if (reset) begin
      priv_qValidla2 <='b0;
    end else begin
      priv_qValidla2 <= (c1 | c2);
    end 
  end 
  always_comb begin
    priv_qValid = priv_qValidla2;
  end
  always_comb begin
   priv_dinRetry = shadowValid | reset;
  end
endmodule 
module join_fadd(
  input       clk,
  input       reset,
  input [7:0] inp_a,
  input       inp_aValid,
  output      inp_aRetry,
  input [7:0] inp_b,
  input       inp_bValid,
  output      inp_bRetry,
  output [7:0] sum,
  output       sumValid,
  input        sumRetry
);
  logic [7:0] sum_next;
  always_comb begin
    sum_next = inp_a + inp_b;
  end
  logic   inpValid;
  logic   inpRetry;
  always_comb begin
    inpValid = inp_aValid && inp_bValid;
  end
  always_comb begin
    inp_bRetry = inpRetry || (!inpValid && inp_bValid);
    inp_aRetry = inpRetry || (!inpValid && inp_aValid);
  end
  logic [7:0] sum2;
  logic       sum2Valid;
  logic       sum2Retry;
  fflop #(.Size(8)) f1 (
    .clk      (clk),
    .reset    (reset),
    .din      (sum_next),
    .dinValid (inpValid),
    .dinRetry (inpRetry),
    .q        (sum2),
    .qValid   (sum2Valid),
    .qRetry   (sum2Retry)
  );
  fflop #(.Size(8)) f2 (
    .clk      (clk),
    .reset    (reset),
    .din      (sum2),
    .dinValid (sum2Valid),
    .dinRetry (sum2Retry),
    .q        (sum),
    .qValid   (sumValid),
    .qRetry   (sumRetry)
  );
endmodule
</file>
==> impl_metrics.toml <==
# yosys + openroad results
[global_route]
grt_max_degree = 26
track_usage = 0.0385
grt_pass1_wl_um = 4520
grt_overflow = 0
antenna_found_initial = 0
first_global_vias = 921

[sta]
tightest_slew_ps = 803
setup_viol = 0
rsz0062_at_grt = "false"
fmax_mhz = 293
drv_slew = 0
hold_viol = 0
clock-skew-final_ps = 3.25
finalCritPeriodShare = 0.644
fin_tns_setup_ps = 0
finalCriticalPeriod_ps = 3420
slew_headroom = 0.464
holdWs_ps = 462

[yosys]
syn_inst = 123
ys_seq_share = 0.586
yosys_warnings = 4
ys_cells = 123
yosys-stat-area_um2 = 1500
yosysUniqueCellTypes = 35
postSynthAreaPerCell_um2 = 12.2
numSynthFlops = 36
syn-cell-area_um2 = 1500

[placement]
placed_cells = 284
place_area_um2 = 1970
portBuffers = 31
gp_congestion = 0.796
hpwl_um = 2280

[routing]
routed_wl_um = 2850
drc_errors = 0
via_per_inst = 3.32
antenna_cells = 0
firstDrtPassIters = 4
wire_per_inst_um = 9.75
final_antenna_net_count = 0
drtIter0Drc = 28
vias = 968

[critical_path]
slowest_delay_ps = 590
start_kind = "primary input"
worstSetupPathType = "in -> out"
required_ps = 4240
cp_cell_sequence = "clkdlybuf4s50_1 > nor2_1 > o21ai_0 > clkdlybuf4s50_1"
slowest_stage = "clkdlybuf4s50_1"
critPathTopFamily = "buffers and inverters"
crit_path_frequent_cell = "clkdlybuf4s50_1"
cp_data_arrival_time_ps = 2360
end_kind = "output port"
cp.buffers_inverters = 2
worst-path-max-fanout = 6

[cells_and_area]
fin_util = 0.209
final_cell_mix = "31 x clkdlybuf4s50_1, 20 x dfxtp_1, 16 x edfxtp_1"
design_area_um2 = 2060
fin_cells = 292
layout-drive-gt1-share = 0.113
area_growth_pct = 36.9
lay_top_count = "clkdlybuf4s50_1"

[pwr]
power_density_nw_per_um2 = 315
p_leak_nw = 0.746
peakVddDrop_uv = 129

[floorplanning]
ios = 32
die_h_um = 121
fp-utilization = 0.152
rows = 36
core-area_um2 = 9860
die_w_um = 121
dieArea_um2 = 14600

[worst_hold_path]
min_path_type = "reg -> reg"

[clocking]
cts_tree = "done"
h-tree-depth = 2
clk_latency_ps = 280
path_clk_slew_ps = 60
postCtsSetupBuffers = 0
cts_resized = 0
numCtsBuffers = 5
postCtsHoldBufs = 0
cts-root-buf = "clkbuf_8"
cts.sinks = 36
cts.path.max_buffers = 2

[job]
maxCapViolations = 0
warning_count = 25

[status]
status = "completed"
-- through the flow --
| step | worst slack (ps) | power (mW) |
|---|---|---|
| floorplan | 2890 | 0.408 |
| global placement | 1900 | 0.465 |
| detailed placement | 1880 | 0.466 |
| CTS | 1870 | 0.658 |
| global route | 1790 | 0.685 |
| finish | 1880 | 0.649 |
-- synthesized netlist by cell type --
library cell	number	area [um^2]
ha_1	7	87.6
nand2_1	8	30.0
o31a_1	1	8.76
nor2_1	6	22.5
nor3b_1	5	37.5
a211o_1	1	8.76
edfxtp_1	16	480
a211oi_1	3	22.5
nor4b_1	2	17.5
buf_2	3	15.0
a31oi_1	1	6.26
xnor2_1	1	8.76
mux2i_1	1	10.0
mux2_2	9	101
clkbuf_1	1	3.75
a311oi_1	1	8.76
xor2_1	2	17.5
nor3_1	2	10.0
or3_1	1	6.26
dfxtp_1	20	400
o21a_2	1	8.76
a221oi_1	1	8.76
o21a_1	1	7.51
o21ai_0	8	40.0
o211ai_1	1	7.51
or2_1	1	6.26
fa_1	1	20.0
nor2b_1	1	6.26
nand3_1	1	5.00
nor4_1	1	6.26
a21oi_1	6	30.0
inv_1	5	18.8
nor2b_4	1	13.8
a21o_1	2	15.0
and2_1	1	6.26
-- metal layers --
metal,part of all wire,vias up,global-route usage
li1,-,517,-
met1,0.48,423,0.0524
met2,0.41,26,0.0534
met3,0.11,2,0.0217
met4,0.0063,0,0.00528
met5,0,-,0
-- state kept, by name, summed over array words and instances (netlist names) --
name,count
f1.q,8
f1.shadowq,8
f2.q,8
f2.shadowq,8
f1.priv_qValidla2,1
f1.shadowValid,1
f2.priv_qValidla2,1
f2.shadowValid,1
-- final cells by class --
type | instances | area [um^2]
clock buffer | 8 | 90.1
fill | 1031 | 7800
inverter | 5 | 18.8
multi-input combinational | 78 | 586
sequential | 36 | 881
tap | 133 | 166
timing repair buffer | 32 | 318
-- kinds of logic after synthesis --
group           synth area share
buf+inv                   0.0250
simple gates               0.111
flops                      0.586
compound gates             0.115
mux                       0.0740
xor+xnor                  0.0175
fa+ha+maj                 0.0715
-- power breakdown --
part           switching [mW]  total [mW]  leakage (nW)  internal (mW)
logic                  0.0395       0.106         0.366         0.0660
clock network          0.0845       0.190        0.0455          0.106
registers              0.0110       0.353         0.334          0.342
-- path summary, 6_finish.rpt --
| path | from | to | slack [ps] | cells past startpoint |
|---|---|---|---|---|
| max | reset | inp_bRetry | 1880 | 4 |
| min | f1.shadowq[4]$_DFF_P_ | f1.shadowq[4]$_DFF_P_ | 460 | 1 |
| max reg2reg | f1.shadowValid$_SDFF_PP0_ | f1.q[7]$_DFFE_PN_ | 3600 | 3 |
| min reg2reg | f1.shadowq[4]$_DFF_P_ | f1.shadowq[4]$_DFF_P_ | 460 | 1 |
Power and IR drop assume default switching activity.
